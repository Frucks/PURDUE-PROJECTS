--- ./run.sh ---
#!/bin/bash
# OpenROAD 26Q1-2900-gdf79404cd8, Yosys 0.63+post, stock flow scripts
make -C /OpenROAD-flow-scripts/flow DESIGN_CONFIG=/design/flow/config.mk WORK_HOME=/design/flow/orfs finish
--- ./config.mk ---
export PLATFORM = sky130hd
export DESIGN_NAME = apb_slave
export DESIGN_NICKNAME = apb_slave
export VERILOG_FILES = /design/flow/design.v
export SDC_FILE = /design/flow/constraint.sdc
export NUM_CORES = 4
export LEC_CHECK = 1
export CORE_AREA = 10 10 96 96
export DIE_AREA = 0 0 106 106
--- ./constraint.sdc ---
current_design apb_slave

set clk_period 2.0
set clk_io_pct 0.2

create_clock -name clk0 -period $clk_period [get_ports {clk}]

set non_clock_inputs [all_inputs -no_clocks]
set_input_delay [expr $clk_period * $clk_io_pct] -clock clk0 $non_clock_inputs
set_output_delay [expr $clk_period * $clk_io_pct] -clock clk0 [all_outputs]
--- ./design.v ---
module apb_slave (
    input logic clk, n_rst,
    input logic [7:0] rx_data,
    input logic data_ready, overrun_error, framing_error,
    output logic data_read,
    input logic psel,
    input logic [2:0] paddr,
    input logic penable, pwrite,
    input logic [7:0] pwdata,
    output logic [7:0] prdata,
    output logic pslverr,
    output logic [3:0] data_size,
    output logic [13:0] bit_period
);
logic [7:0] nxt_prdata;
logic nxt_pslverr;
logic [3:0] nxt_datasize;
logic [13:0] nxt_bitperiod;
logic nxt_dataread;
always_ff @(posedge clk, negedge n_rst) begin: slave_ff
    if (n_rst == 0) begin
        prdata <= 0;
        pslverr <= 0;
        data_size <= 0;
        bit_period <= 0;
        data_read <= 0;
    end
    else begin
        prdata <= nxt_prdata;
        pslverr <= nxt_pslverr;
        data_size <= nxt_datasize;
        bit_period <= nxt_bitperiod;
        data_read <= nxt_dataread;
    end
end
always_comb begin: slave_comb
    nxt_dataread = 1'b0;
    nxt_prdata = prdata;
    nxt_bitperiod = bit_period;  
    nxt_datasize = data_size;  
    nxt_pslverr = 1'b0;
    if (psel) begin
        if (pwrite) begin
            case (paddr)
            'd2 : nxt_bitperiod[7:0] = pwdata;
            'd3 : nxt_bitperiod[13:8] = pwdata[5:0];
            'd4 : nxt_datasize = pwdata;
                default: nxt_pslverr = 1'b1;
            endcase
        end
        else begin
            case (paddr)
            'd0 : nxt_prdata = (data_ready)? 'd1: 'd0;
            'd1 : nxt_prdata = (framing_error)? 'd1: (overrun_error)? 'd2: 'd0;
            'd2 : nxt_prdata = bit_period[7:0];
            'd3 : nxt_prdata = {2'd0, bit_period[13:8]};
            'd4 : nxt_prdata = {3'd0, data_size};
            'd6 : if (data_ready) begin nxt_prdata = rx_data; nxt_dataread = 1'b1; end
                default: nxt_pslverr = 1'b1;
            endcase
        end
    end
end
endmodule
==> results_tabular.tex <==
% Auto-generated results table
\begin{tabular}{lr}
\hline
Metric & Value \\
\hline
\multicolumn{2}{l}{\textbf{Logic synthesis}} \\
\quad Chip area from the yosys synthesis statistics & 1390 um2 \\
\quad Register share after synthesis & 50.5\% \\
\quad Dominant cell type by area after synthesis & sky130\_fd\_sc\_hd\_\_dfrtp\_1 \\
\quad Ranking of synthesized cells by area & sky130\_fd\_sc\_hd\_\_dfrtp\_1, sky130\_fd\_sc\_hd\_\_mux2\_2, sky130\_fd\_sc\_hd\_\_mux2i\_1, sky130\_fd\_sc\_hd\_\_o2bb2ai\_1, sky130\_fd\_sc\_hd\_\_nor4\_4 \\
\quad Simple-gate area share of the yosys netlist & 10.4\% \\
\quad Warnings, synthesis & 1 \\
\quad Synthesized-area fraction occupied by ao, oa, aoi and oai cells & 7.75\% \\
\quad Synth cell types & 25 \\
\quad Total cells reported by yosys after synthesis & 108 \\
\quad Flip-flop and latch count after synthesis & 28 \\
\quad Adder-cell area share of the yosys netlist & 0\% \\
\quad Number of instances in the synthesized netlist & 108 \\
\quad Dominant comb cell & multiplexers \\
\quad Yosys xor share & 0\% \\
\quad Fraction of synthesized area in multiplexers & 28.0\% \\
\quad Area share of the leading cell type in the synthesized netlist & 50.5\% \\
\quad Netlist Area Pre-Place & 1390 um2 \\
\quad Mean Syn Cell Area & 12.8 um2 \\
\multicolumn{2}{l}{\textbf{Place}} \\
\quad Cells after DPL & 275 \\
\quad Half-perimeter wire length after detailed placement & 3280 um \\
\quad Global placer's final weighted congestion & 0.791 \\
\quad Buffers on Ports & 53 \\
\quad Placed cell area & 2180 um2 \\
\quad Worst slack after detailed placement & -19.7 ps \\
\multicolumn{2}{l}{\textbf{Clocking}} \\
\quad CTS Buffer Depth & 2 \\
\quad Number of setup buffers added after CTS & 0 \\
\quad Hold bufs inserted after CTS & 0 \\
\quad Clock root buffer & sky130\_fd\_sc\_hd\_\_clkbuf\_8 \\
\quad CTS tree & built \\
\quad Count of H-tree levels built during CTS & 1 \\
\quad Clock-pin slew of the registers on the worst-case setup and hold paths & 100 ps \\
\quad Clock insertion delay at the later pin of the skew report & 280 ps \\
\quad Number of sinks driven by the clock tree & 28 \\
\quad CTS buffer count & 3 \\
\quad CTS-repair resized insts & 0 \\
\multicolumn{2}{l}{\textbf{Setup path}} \\
\quad Crit-path max FO & 11 \\
\quad Number of buffer and inverter stages on the critical path & 3 \\
\quad Classification of the worst setup path & in -> reg \\
\quad Sequence of cells on the critical path & clkdlybuf4s50\_1 -> buf\_4 -> nand2b\_1 -> nor3\_4 -> buf\_12 -> mux2\_2 \\
\quad Worst Reg-to-Reg Cells & 4 \\
\quad Setup slack on the worst flop-to-flop path & 720 ps \\
\quad Arrival time of data at the critical path endpoint & 1900 ps \\
\quad Worst Path Required & 2170 ps \\
\quad Setup crit end kind & flop \\
\quad Delay-heaviest family, CP & buffers and inverters \\
\quad Critical-path top delay cell & sky130\_fd\_sc\_hd\_\_clkdlybuf4s50\_1 \\
\quad Kind of start point of the critical path & primary input \\
\quad Max incr delay on CP & 460 ps \\
\quad Logic depth of the worst path, buffers included & 6 \\
\multicolumn{2}{l}{\textbf{Pwr}} \\
\quad P\_leak & 0.000967 uW \\
\quad Max VDD drop & 0.000244 V \\
\quad Internal Power & 1230 uW \\
\quad Switching part of the total & 24.0\% \\
\quad Fraction of power consumed by sequential logic & 46.9\% \\
\quad Power per cell area & 723 nW/um2 \\
\quad Fraction of power consumed by combinational cells & 31.3\% \\
\quad Power dissipated by switching net loads & 388 uW \\
\quad Clock group share of total power & 21.8\% \\
\multicolumn{2}{l}{\textbf{GRT}} \\
\quad First-pass GRT wire length & 6430 um \\
\quad Largest net degree at the start of global routing & 29 \\
\quad Total congestion overflow & 0 \\
\quad Number of global-route vias before repair & 1155 \\
\quad Global-route total usage across every layer & 7.09\% \\
\quad Number of antenna violations at the first check in global routing & 0 \\
\multicolumn{2}{l}{\textbf{Job}} \\
\quad Count of warning messages emitted by the tools & 26 \\
\quad Max-capacitance violation count & 0 \\
\multicolumn{2}{l}{\textbf{Final timing}} \\
\quad Total count of hold-check failures in the final report & 0 \\
\quad Post-route clock skew & 2.65 ps \\
\quad Min Clock Period, post-route & 1730 ps \\
\quad Relative slew margins & 75.9\% \\
\quad Final worst setup slack & 267 ps \\
\quad Period Utilization, post-route & 86.7\% \\
\quad Final worst hold slack & 484 ps \\
\quad Pin slew with the least headroom to its limit & 361 ps \\
\quad Max Transition Viols Final & 0 \\
\quad Final setup vio count & 0 \\
\quad Setup repair after global routing missed its margin & false \\
\quad Peak Freq & 577 MHz \\
\multicolumn{2}{l}{\textbf{Floorplanning}} \\
\quad Number of I/O pins & 55 \\
\quad Core footprint & 7210 um2 \\
\quad FP Util & 19.2\% \\
\quad Chip Area & 11200 um2 \\
\quad Die width & 106 um \\
\quad Die y size & 106 um \\
\quad FP Rows & 31 \\
\multicolumn{2}{l}{\textbf{Layout}} \\
\quad Area growth from synthesis to final layout & 61.0\% \\
\quad Highest-count cells in the layout ignoring fill and taps & sky130\_fd\_sc\_hd\_\_clkdlybuf4s50\_1, sky130\_fd\_sc\_hd\_\_dfrtp\_1, sky130\_fd\_sc\_hd\_\_mux2\_2 \\
\quad Most common logic cell in the routed design & sky130\_fd\_sc\_hd\_\_clkdlybuf4s50\_1 \\
\quad Tally of non-filler cells in the final layout & 279 \\
\quad Layout cell share with drive strength beyond 1 & 27.8\% \\
\quad Final cell area excluding filler cells & 2230 um2 \\
\multicolumn{2}{l}{\textbf{Routing}} \\
\quad Total via count after detailed routing & 1083 \\
\quad Number of DRC violations after detailed-routing iteration 0 & 33 \\
\quad Remaining antenna violation count & 0 \\
\quad WL/cell & 14.1 um \\
\quad Antenna diode count & 0 \\
\quad Final WL & 3940 um \\
\quad Number of remaining DRC errors & 0 \\
\quad TritonRoute pass-1 iters & 2 \\
\quad Vias per cell & 3.88 \\
\multicolumn{2}{l}{\textbf{Min path}} \\
\quad HP Class & in -> async \\
\multicolumn{2}{l}{\textbf{Status}} \\
\quad Result of the run & complete, no violations \\
\hline
\end{tabular}
==> cell type report <==
cell class	count	area [um2]
Multi-Input combinational cell	72	641
Clock buffer	4	55.1
Fill cell	755	4980
Sequential cell	28	701
Inverter	4	15.0
Tap cell	99	124
Timing Repair Buffer	72	698
==> state kept, by name, indices dropped and copies added, names as in the netlist <==
register and flops:
bit_period 14, data_read 1, data_size 4, prdata 8, pslverr 1
==> per-layer routing <==
| metal | share of wire [%] | GRT usage (%) | up-vias | routed length [um] |
|---|---|---|---|---|
| met3 | 5.4 | 1.96 | 5 | 213 |
| li1 | - | - | 539 | - |
| met4 | 1.8 | 1.06 | 0 | 70 |
| met5 | 0 | 0 | - | 0 |
| met1 | 47 | 9.70 | 511 | 1840 |
| met2 | 46 | 11.2 | 28 | 1820 |
==> path summary, 6_finish.rpt <==
| check | from | end |
|---|---|---|
| min reg2reg | prdata[6]$_DFFE_PN0P_ | prdata[6]$_DFFE_PN0P_ |
| max in group asynchronous | n_rst | data_read$_DFF_PN0_ |
| max | paddr[1] | bit_period[6]$_DFFE_PN0P_ |
| min in group clk0 | prdata[6]$_DFFE_PN0P_ | prdata[6]$_DFFE_PN0P_ |
| max reg2reg | bit_period[9]$_DFFE_PN0P_ | prdata[1]$_DFFE_PN0P_ |
| min | n_rst | data_size[3]$_DFFE_PN0P_ |
==> through the flow <==
step	power [uW]	TNS (ps)	utilization, %
finish	1620	0	31.0
global route	1730	0	31.0
CTS	1660	0	31.0
detailed placement	1290	-186	30.2
global placement	1290	-29.1	30.2
floorplan	912	0	-
==> cells in the mapped netlist <==
library cell                number
sky130_fd_sc_hd__a41o_1          1
sky130_fd_sc_hd__buf_4           2
sky130_fd_sc_hd__nor2b_1         3
sky130_fd_sc_hd__o21ai_0         3
sky130_fd_sc_hd__nand2_1         5
sky130_fd_sc_hd__o22ai_1         3
sky130_fd_sc_hd__nand3b_2        1
sky130_fd_sc_hd__dfrtp_1        28
sky130_fd_sc_hd__nand2b_1        1
sky130_fd_sc_hd__or2b_1          1
sky130_fd_sc_hd__mux2_2         23
sky130_fd_sc_hd__nor4_4          1
sky130_fd_sc_hd__and3_1          1
sky130_fd_sc_hd__or3_1           1
sky130_fd_sc_hd__inv_1           4
sky130_fd_sc_hd__nor3b_1         1
sky130_fd_sc_hd__nor2_1          3
sky130_fd_sc_hd__and4bb_2        1
sky130_fd_sc_hd__nor3_4          1
sky130_fd_sc_hd__buf_2           1
sky130_fd_sc_hd__a21oi_1         4
sky130_fd_sc_hd__o2bb2ai_1       4
sky130_fd_sc_hd__mux2i_1        13
sky130_fd_sc_hd__a211o_1         1
sky130_fd_sc_hd__buf_6           1
==> kinds of logic after synthesis <==
family                 after synthesis
buffers and inverters                8
flip-flops                          28
AND/OR/NAND/NOR                     20
AND-OR/OR-AND                       16
multiplexers                        36
==> power groups by stage <==
stage | Sequential [uW] | Combinational, uW | Clock (uW)
after CTS | 760 | 524 | 372
after global routing | 778 | 558 | 391
final | 757 | 506 | 353
Power figures rest on the tool's default switching activity, not on a simulated workload.
