==> /design/flow/config.mk <==
export PLATFORM = sky130hd
export DESIGN_NAME = ahb_lite_slave
export DESIGN_NICKNAME = ahb_lite_slave
export VERILOG_FILES = /design/flow/design.v
export SDC_FILE = /design/flow/constraint.sdc
export NUM_CORES = 4
export LEC_CHECK = 1
export CORE_UTILIZATION = 40
==> /design/flow/constraint.sdc <==
current_design ahb_lite_slave

set clk_period 4.0
set clk_io_pct 0.2

create_clock -name clk0 -period $clk_period [get_ports {clk}]

set non_clock_inputs [all_inputs -no_clocks]
set_input_delay [expr $clk_period * $clk_io_pct] -clock clk0 $non_clock_inputs
set_output_delay [expr $clk_period * $clk_io_pct] -clock clk0 [all_outputs]
==> /design/flow/design.v <==
module ahb_lite_slave (
    input logic clk, n_rst,
    output logic [15:0] sample_data,
    output logic data_ready, new_coefficient_set,
    input logic [1:0] coefficient_num,
    output logic [15:0] fir_coefficient,
    input logic modwait,
    input logic [15:0] fir_out,
    input logic err, hsel,
    input logic [3:0] haddr,
    input logic hsize,
    input logic [1:0] htrans,
    input logic hwrite,
    input logic [15:0] hwdata,
    output logic [15:0] hrdata,
    output logic hresp
);
logic [15:0] nxt_newsample;
logic nxt_dataready;
logic nxt_newcoeff;
logic [15:0] nxt_hrdata;
logic nxt_hrespread;
logic nxt_hrespwrite;
logic [15:0] f0;
logic [15:0] f1;
logic [15:0] f2;
logic [15:0] f3;
logic [15:0] nxt_f0;
logic [15:0] nxt_f1;
logic [15:0] nxt_f2;
logic [15:0] nxt_f3;
logic [15:0] status;
logic [15:0] nxt_status;
logic [3:0] prev_addr;
logic prev_hwrite;
logic prev_hsize;
always_ff @(posedge clk, negedge n_rst) begin: ahbslave_ff
    if (n_rst == 0) begin
        hrdata <= 0;
        hresp <= 0;
        sample_data <= 0;
        data_ready <= 0;
        new_coefficient_set <= 0;
        f0 <= 0;
        f1 <= 0;
        f2 <= 0;
        f3 <= 0;
        prev_addr <= 0;
        prev_hwrite <= 0;
        prev_hsize <= 0;
    end
    else begin
        hrdata <= nxt_hrdata;
        hresp <= nxt_hrespread || nxt_hrespwrite;
        sample_data <= nxt_newsample;
        data_ready <= nxt_dataready;
        new_coefficient_set <= nxt_newcoeff;
        f0 <= nxt_f0;
        f1 <= nxt_f1;
        f2 <= nxt_f2;
        f3 <= nxt_f3;
        prev_addr <= haddr;
        prev_hwrite <= hwrite;
        prev_hsize <= hsize;
    end
end
always_comb begin: write_comb
nxt_newsample = sample_data;
nxt_f0 = f0;
nxt_f1 = f1;
nxt_f2 = f2;
nxt_f3 = f3;
nxt_newcoeff = 'd0;
nxt_hrespwrite = 1'b0;
nxt_dataready = 1'b0;
if (hsel) begin
    if (prev_hwrite) begin
        if (prev_hsize) begin
            case (prev_addr)
            'h4 : begin nxt_newsample = hwdata; nxt_dataready = 1'b1; end
            'h6 : nxt_f0 = hwdata;
            'h8 : nxt_f1 = hwdata;
            'hA : nxt_f2 = hwdata;
            'hC : nxt_f3 = hwdata;
            'hE : nxt_newcoeff = 1'd1;
                default: nxt_hrespwrite = 1'b1;
            endcase
        end
        else begin
            case (haddr)
            'h4 : begin nxt_newsample = hwdata[7:0]; nxt_dataready = 1'b1; end
            'h5 : begin nxt_newsample = hwdata[15:8]; nxt_dataready = 1'b1; end
            'h6 : nxt_f0[7:0] = hwdata[7:0];
            'h7 : nxt_f0[15:8]= hwdata[15:8];
            'h8 : nxt_f1[7:0] = hwdata[7:0];
            'h9 : nxt_f1[15:8] = hwdata[15:8];
            'hA : nxt_f2[7:0] = hwdata[7:0];
            'hB : nxt_f2[15:8] = hwdata[15:8];
            'hC : nxt_f3[7:0] = hwdata[7:0];
            'hD : nxt_f3[15:8] = hwdata[15:8];
            'hE : nxt_newcoeff = 1'd1;
                default: nxt_hrespwrite = 1'b1;
            endcase
        end
    end
end
end
always_comb begin: read_comb
nxt_hrdata = hrdata;
nxt_hrespread = 1'b0;
if (hsel) begin
    if (hwrite == 0) begin
        if (hsize) begin
            case (haddr)
            'h0 : nxt_hrdata = status;
            'h2 : nxt_hrdata = fir_out;
            'h4 : nxt_hrdata = ((prev_addr == haddr) && (prev_hwrite == 1'b1)) ? hwdata: sample_data;
            'h6 : nxt_hrdata = ((prev_addr == haddr) && (prev_hwrite == 1'b1)) ? hwdata: f0;
            'h8 : nxt_hrdata = ((prev_addr == haddr) && (prev_hwrite == 1'b1)) ? hwdata: f1;
            'hA : nxt_hrdata = ((prev_addr == haddr) && (prev_hwrite == 1'b1)) ? hwdata: f2;
            'hC : nxt_hrdata = ((prev_addr == haddr) && (prev_hwrite == 1'b1)) ? hwdata: f3;
            'hE : nxt_hrdata = ((prev_addr == haddr) && (prev_hwrite == 1'b1)) ? hwdata: new_coefficient_set;
                default: nxt_hrespread = 1'b1;
        endcase
        end
        else begin
            case (haddr)
            'h0 : nxt_hrdata = {8'd0, status[7:0]};
            'h1 : nxt_hrdata = {status[15:8], 8'd0};
            'h2 : nxt_hrdata = {8'd0, fir_out[7:0]};
            'h3 : nxt_hrdata = {fir_out[15:8], 8'd0};
            'h4 : nxt_hrdata = ((prev_addr == haddr) && (prev_hwrite == 1'b1)) ? {8'd0, hwdata[7:0]}: {8'd0, sample_data[7:0]};
            'h5 : nxt_hrdata = ((prev_addr == haddr) && (prev_hwrite == 1'b1)) ? {hwdata[15:8], 8'd0}: {sample_data[15:8], 8'd0};
            'h6 : nxt_hrdata = ((prev_addr == haddr) && (prev_hwrite == 1'b1)) ? {8'd0, hwdata[7:0]}: {8'd0, f0[7:0]};
            'h7 : nxt_hrdata = ((prev_addr == haddr) && (prev_hwrite == 1'b1)) ? {hwdata[15:8], 8'd0}: {f0[15:8], 8'd0};
            'h8 : nxt_hrdata = ((prev_addr == haddr) && (prev_hwrite == 1'b1)) ? {8'd0, hwdata[7:0]}: {8'd0, f1[7:0]};
            'h9 : nxt_hrdata = ((prev_addr == haddr) && (prev_hwrite == 1'b1)) ? {hwdata[15:8], 8'd0}: {f1[15:8], 8'd0};
            'hA : nxt_hrdata = ((prev_addr == haddr) && (prev_hwrite == 1'b1)) ? {8'd0, hwdata[7:0]}: {8'd0, f2[7:0]};
            'hB : nxt_hrdata = ((prev_addr == haddr) && (prev_hwrite == 1'b1)) ? {hwdata[15:8], 8'd0}: {f2[15:8], 8'd0};
            'hC : nxt_hrdata = ((prev_addr == haddr) && (prev_hwrite == 1'b1)) ? {8'd0, hwdata[7:0]}: {8'd0, f3[7:0]};
            'hD : nxt_hrdata = ((prev_addr == haddr) && (prev_hwrite == 1'b1)) ? {hwdata[15:8], 8'd0}: {f3[15:8], 8'd0};
            'hE : nxt_hrdata = ((prev_addr == haddr) && (prev_hwrite == 1'b1)) ? hwdata: new_coefficient_set;
                default: nxt_hrespread = 1'b1;
        endcase
        end
    end
end
end
always_comb begin: fir_comb
    case (coefficient_num)
'd0 : fir_coefficient = f0;
'd1 : fir_coefficient = f1;
'd2 : fir_coefficient = f2;
'd3 : fir_coefficient = f3;
endcase
end
assign status ={7'b0, err, 7'b0, (modwait || new_coefficient_set)};
endmodule
==> /design/flow/run.sh <==
#!/bin/bash
# OpenROAD 26Q1-2900-gdf79404cd8, Yosys 0.63+post, stock flow scripts
make -C /OpenROAD-flow-scripts/flow DESIGN_CONFIG=/design/flow/config.mk WORK_HOME=/design/flow/orfs finish
==> run notes <==
Results of the flow run.

The synthesized area per cell stands at 10.59 um2. Among all stages on the critical path, the largest delay is contributed by mux4_2. The via count of the first global-routing pass is 5778. The area growth from synthesis to final layout stands at 22.78%. The CTS clock-pin slew for the worst setup and hold paths stands at 0.07 ns. The final standard cell utilization of the core stands at 50.79%.

The async set-reset flop share out of synthesis stands at 100.0%. TritonCTS built the clock tree. Across all layers, the routed design uses 5682 vias. The number of antenna violations at the first check in global routing was 0. The number of enable-type register cells in the synthesized netlist stands at 0. Per the timing report, the most critical flop-to-flop path originates at prev_hsize.

The die is 130.6 um tall. The post-synthesis sequential area ratio stands at 39.70%. Yosys reports that the leading cell type by area covers 39.70% of the netlist area.

The number of ports placed on the die boundary stands at 98. Entering global routing, the biggest net connects 47 pins. The areal power density over the cells stands at 384.1 nW/um2. In the post-synthesis netlist, the biggest area contributors are dfrtp_1, mux2_2, mux4_2, nand2_1, a22oi_1. Once detailed placement completed, the half-perimeter wirelength came to 15270 um. The quantity of I/O buffers inserted on ports stands at 95. The run reported a max-capacitance violation count of 0. At the pin with the least slew margin, the transition time is 0.8751 ns.

Per the post-route antenna check, the number of violating nets is 0. The cell area that synthesis handed to floorplanning was 6619 um2. The worst-case IR drop observed on VDD is 0.2619 mV. Buffers inserted during clock tree synthesis total 9.

The maximum clock rate stands at 303.3 MHz. Overall power consumption after layout is estimated at 3.121 mW. Final hold analysis gives a worst-case slack of 0.4456 ns. Counting tap cells, the placed design contains a total of 914 instances. The clock period could shrink to 3.298 ns. The initial utilization of the core area, before any placement, comes to 41.37%. The instance tally after logic synthesis stands at 625. The critical path goes through clkdlybuf4s50_1 -> buf_12 -> mux4_2 -> clkdlybuf4s50_1. The critical path in this run is classified as in2out. The antenna diode count stands at 0. For this design, the CTS-stage hold fixing added 0 buffers. The post-detailed-route via-to-cell ratio stands at 6.110.

The number of setup violations in the final report stands at 0. Along the worst path, the maximum fanout reaches 16. Among all flip-flop cells after synthesis, the most frequent one is dfrtp_1.

The number of buffers inserted to repair setup after CTS stands at 0. The maximum cell stage delay along the critical path stands at 0.53 ns. OpenSTA lists the critical path startpoint as coefficient_num[0]. STA classifies the critical path endpoint as an output port. Yosys reports that the most numerous cell types are dfrtp_1, mux2_2, nand2_1.

The number of pins with negative max-slew slack in the final report stands at 0. The die covers 17070 um2. The total of cells resized after clock tree synthesis stands at 0. Per the detail_route report, DRC violations left total 0. The maximum clock skew at final layout stands at 0.006199 ns. Per the detailed-route log, wirelength across all metal layers totals 22000 um. The number of cells in Yosys stat stands at 625.

The worst-case max-slew headroom was logged as 41.51%. Per the CTS log, the root buffer master is clkbuf_16. The worst path uses 82.44% of the clock period. The first-pass GRT wire length stands at 34160 um. Setup total negative slack on the finished layout was measured at 0 ns. The share of post-route cells with drive strength above 1 stands at 23.39%. STA classifies the critical path startpoint as a primary input. For this design the static power due to leakage is 3.240 nW.

The tree built by TritonCTS fans out to 105 sinks. The final report lists a non-filler cell total of 930. The final timing report lists a hold violation count of 0. The H-tree was split into 3 levels.

The flow ran to the end, and the final reports show no timing, DRC or antenna violations. The biggest area contributor in the post-synthesis netlist is dfrtp_1. The global-route usage over all layers stands at 28.24%. TritonRoute output was used to compute an average wire per cell of 23.65 um. The total grt overflow stands at 0. The reg2reg setup slack stands at 1.54 ns.

Counting the fill cells in the layout gives 1414. The number of iterations in the first detailed-routing pass stands at 6. The count of warnings emitted by yosys stands at 1. Per the OpenROAD floorplan log, the area of the core is 16000 um2. Per the synth log, the flip-flop and latch total comes to 105. The count of distinct cell types in the synthesized netlist stands at 74. Looking at the gate-level netlist, the highest instance count belongs to dfrtp_1. Per the log, the first TritonRoute iteration ended with a DRC count of 447. The final weighted congestion in routability-driven placement stands at 0.9622.

The site row count stands at 46. The warning total across the stage logs stands at 27. The post-synthesis chip area from yosys stands at 6619 um2.

The data arrival time at the worst-slack endpoint stands at 2.50 ns. The maximum buffer depth of the clock tree stands at 2. Among the stages of the critical path, the cell type that occurs most often is clkdlybuf4s50_1. The clock network latency to the later pin of the worst-skew pair stands at 0.35 ns. The width of the chip stands at 130.6 um. According to the hold report, the worst path is of the in2async type. The data required time of the worst path stands at 3.20 ns.

Setup repair after global routing left no endpoint under its margin.
==> through the flow <==
stage	setup WS, ns	area (um2)
after floorplan	1.191	6619
after global placement	0.6929	7838
after detailed placement	0.6997	7838
after CTS	0.6990	8127
after global routing	0.6493	8127
final	0.7025	8127
==> layout by cell type (no fill, tap or decap), drive strengths merged, types with 4 or more instances in the layout <==
| master | Yosys | final |
|---|---|---|
| nand3 | 25 | 25 |
| clkdlybuf4s50 | 0 | 93 |
| and2 | 6 | 6 |
| nor2 | 25 | 25 |
| nor3b | 4 | 4 |
| mux2 | 76 | 76 |
| and3 | 5 | 5 |
| a32oi | 4 | 4 |
| nor2b | 11 | 11 |
| nor4b | 5 | 5 |
| o21ai | 37 | 37 |
| mux2i | 21 | 21 |
| o311ai | 5 | 5 |
| a211oi | 4 | 4 |
| o211ai | 6 | 6 |
| clkbuf | 27 | 11 |
| a31o | 7 | 7 |
| o2111ai | 4 | 4 |
| inv | 4 | 6 |
| nand2 | 66 | 66 |
| a31oi | 14 | 14 |
| mux4 | 16 | 16 |
| and4bb | 5 | 5 |
| a22oi | 31 | 31 |
| o2bb2ai | 7 | 7 |
| and4 | 4 | 4 |
| nand4 | 9 | 9 |
| a21o | 9 | 9 |
| xor2 | 4 | 4 |
| a21oi | 5 | 5 |
| dfrtp | 105 | 105 |
| buf | 27 | 34 |
| a222oi | 4 | 4 |
==> final timing paths <==
| check | cells past startpoint | to |
|---|---|---|
| min | 1 | f2[7] |
| min reg2reg | 2 | sample_data[2] |
| min in group clk0 | 2 | sample_data[2] |
| max | 4 | fir_coefficient[8] |
| max reg2reg | 7 | f2[9] |
| max in group asynchronous | 2 | sample_data[1] |
==> critical path: cells and delay by family <==
family | cells | cell delay (ns)
buf+inv | 3 | 1.15
mux | 1 | 0.53
==> kinds of logic after synthesis <==
kind of cell           Yosys count  synth area share [%]
flip-flops                     105                 39.70
AND-OR/OR-AND                  158                 17.71
buffers and inverters           58                 4.461
XOR/XNOR                         5                0.7752
AND/OR/NAND/NOR                186                 15.80
multiplexers                   113                 21.55
==> report_power, final <==
group          total, mW  leakage [nW]  switching, mW  internal, mW
combinational      0.810          1.75          0.315         0.495
clock              0.869         0.146          0.408         0.460
sequential          1.44          1.34          0.182          1.26
==> per-layer routing <==
metal	wire (um)	vias up	track usage, %
li1	-	2559	-
met1	9374	2823	41.25
met2	9832	261	40.77
met3	2123	39	9.867
met4	668	0	8.519
met5	0	-	0
==> cell type report <==
type	count	area, um2	area share, %
Clock buffer	11	252.7	3.110
Sequential cell	105	2628	32.33
Multi-Input combinational cell	462	3716	45.73
Clock inverter	5	36.28	0.4465
Timing Repair Buffer	127	1209	14.87
Tap cell	216	270.3	3.326
Inverter	4	15.01	0.1848
==> flip-flops by register name, summed over array words and instances, names as in the netlist, 4 cells and up <==
register and flops:
f0 16, f1 16, f2 16, f3 16, hrdata 16, prev_addr 4
sample_data 16
No activity file was given, so power comes from the tool's default toggle rates.
