==> flow/design.v <==
module magnitude (
    input logic [16:0] in,
    output logic [15:0] out
);
logic [16:0] temp;
always_comb begin: magnitude_comb
    if (in[16]) begin
        temp = ~in + 'd1;
        out = temp[15:0];
    end
    else
        out = in[15:0];
end
endmodule
==> flow/run.sh <==
#!/bin/bash
# OpenROAD 26Q1-2900-gdf79404cd8, Yosys 0.63+post, stock flow scripts
make -C /OpenROAD-flow-scripts/flow DESIGN_CONFIG=/design/flow/config.mk WORK_HOME=/design/flow/orfs finish
==> flow/config.mk <==
export PLATFORM = sky130hd
export DESIGN_NAME = magnitude
export DESIGN_NICKNAME = magnitude
export VERILOG_FILES = /design/flow/design.v
export SDC_FILE = /design/flow/constraint.sdc
export NUM_CORES = 4
export LEC_CHECK = 1
export CORE_AREA = 10 10 70 70
export DIE_AREA = 0 0 80 80
export SYNTH_HDL_FRONTEND = slang
==> flow/constraint.sdc <==
current_design magnitude

set clk_period 7.3
set clk_io_pct 0.2

create_clock -name clk0 -period $clk_period

set non_clock_inputs [all_inputs -no_clocks]
set_input_delay [expr $clk_period * $clk_io_pct] -clock clk0 $non_clock_inputs
set_output_delay [expr $clk_period * $clk_io_pct] -clock clk0 [all_outputs]
==> impl_metrics.ini <==
; generated from flow reports
[yosys]
synthesis.area_um2 = 333
synthesis.yosys.warnings = 0
synth.distinct_cells = 16
yosysTopAreaCell = xnor2_1
netlist_instances = 47
syn_area_per_cell_um2 = 7.08
top_cell_area_share = 0.237
ys_cells = 47
top_cells_by_area = xnor2_1 24%, xor2_1 13%, o31ai_1 11%
ys_seq_share = 0
ys_chip_area_um2 = 333

[final_layout]
drive_gt1_frac = 0.0513
n_clock_buffer = 0
area.growth.synth_to_final_pct = 113
fin_util = 0.208
nFillCells = 398
flop-count = 0
final_cell_area_um2 = 709
seqCellArea_um2 = 0

[detailed_routing]
routedWlPerCell_um = 11.7
via_count = 435
postRouteAntennaNets = 0
drc = 0
insertedDiodeCount = 0
viasPerCell = 3.51
first_pass_iters = 4
drtIter0Drc = 26
wl_um = 1450

[min_path]
min_to = out[0]
hp-class = in2out
whs_path_depth = 2
min_from = in[0]

[final_timing]
grt_setup_unrepaired = no
fmax_mhz = 189
drv_slew = 0
hold_ws_ps = 3770
fin_crit_sh = 0.726
relSlewSlack = 0.588
setup_tns_ps = 0
finalCriticalPeriod_ps = 5300
fin_ws_ps = 2000
setup_violations = 0
final_hold_viol_count = 0
worst_pin_slew_ps = 612

[die]
die_width_um = 80
coreArea_um2 = 3420
num_rows = 21
die_h_um = 80
fp_util = 0.0974
io_pins = 33
fp.dieArea_um2 = 6400

[global_routing]
grt-ovfl-total = 0
antenna_found_initial = 0
track_usage = 0.0457
grt_pass1_wl_um = 2430
grt_max_degree = 17
grt_pass1_vias = 514

[placement]
placed_area_um2 = 709
gp_congestion = 0.795
preCtsSetupSlack_ps = 1980
port_buffers = 33
hpwlAfterDp_um = 1280

[worst_setup_path]
worstSetupPathType = in2out
required_ps = 5840
arrival_ps = 3840
end_kind = output port
critPathMaxFanout = 5
crit_path_start_kind = primary input

[power_and_ir_drop]
p_leak_uw = 0.000239
max-vdd-ir-drop_mv = 0.0168
power_density_nw_per_um2 = 61.3

[clock_tree]
postCtsResizedCells = 0
cts_setup_buffers = 0
cts.hold.buffers_added = 0

[run]
timing.max_cap.violations = 0
warnings = 32

[outcome]
status = completed
==> where the power goes <==
group	internal, uW	leakage, uW	total (uW)	switching [uW]
Clock	0	0	0	0
Combinational	29.9	0.000239	43.5	13.5
Sequential	0	0	0	0
Total	29.9	0.000239	43.5	13.5
==> worst max-delay path, stage by stage <==
cell and delay, ps:
clkdlybuf4s50_1 450, or4_1 550, or3_4 420, o41ai_2 330, xnor2_1 160, clkdlybuf4s50_1 480
==> cells in the mapped netlist <==
cell type and count:
o41ai_1 1, o31ai_1 5, inv_1 3, xnor2_1 9, or2_2 1, ha_1 1, o41ai_2 1, or4_1 3
xor2_1 5, nand2_1 8, or3_4 1, clkbuf_1 1, buf_4 1, o21ai_0 4, or3_1 2, o31a_2 1
==> how the worst max path moves through the flow <==
stage          from      end  depth (start not counted)
CTS           in[4]  out[15]                          6
finish        in[4]  out[15]                          6
global route  in[2]   out[8]                          6
==> placed cells by master, fill, tap and decap left out <==
cell	instances
ha_1	1
o41ai_2	1
or2_2	1
xor2_1	5
clkdlybuf4s50_1	33
or4_1	3
o41ai_1	1
nand2_1	8
o31a_2	1
o21ai_0	4
or3_4	1
inv_1	3
xnor2_1	9
or3_1	2
o31ai_1	5
==> cell type report <==
type | instances | area (um2) | share of cell area
repair buffers | 33 | 330 | 0.466
well taps | 46 | 57.6 | 0.0811
multi-input cells | 42 | 310 | 0.437
inverters | 3 | 11.3 | 0.0159
==> routing by layer <==
layer  part of all wire  vias to the layer above  wire length [um]  track usage
li1                   -                      233                 -            -
met1               0.40                      185               582       0.0521
met2               0.46                       17               670       0.0787
met3               0.14                        0               197       0.0239
met4                  0                        0                 0            0
met5                  0                        -                 0            0
==> cells by family (layout without fill, tap and decap cells) <==
family / after synthesis / in the layout / synth area share
AOI/OAI and AO/OA: 12 / 12 / 0.278
xor gates and xnor gates: 14 / 14 / 0.368
adders and majority gates: 1 / 1 / 0.0376
buffers and inverters: 5 / 36 / 0.0677
and+or+nand+nor: 15 / 15 / 0.248
==> through the flow <==
stage | total power [uW] | instances
2_1_floorplan | 11.5 | 47
3_3_place_gp | 44.4 | 124
3_5_place_dp | 44.3 | 124
4_1_cts | 44.8 | 124
5_1_grt | 49.1 | 124
6_report | 43.5 | 124
Power and IR drop assume default switching activity.
